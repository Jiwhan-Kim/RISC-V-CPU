==> /design/flow/design.v <==
module Register_File(
    input clk, RegWrite, rst,
    input [4:0] Read_Reg1, Read_Reg2, Write_Reg,
    input [31:0] Write_Data,
    output [31:0] Read_Data1, Read_Data2
);
reg [31:0] Register_file [0:31];
integer i;
always @ (posedge clk or posedge rst) begin
    if (rst) begin
        for (i = 0; i < 32; i = i + 1) begin
            Register_file[i] <= {32{1'b0}};
        end
    end
    else if (RegWrite && Write_Reg != 5'b0) begin
        Register_file[Write_Reg] <= Write_Data;
    end else begin
        Register_file[Write_Reg] <= Register_file[Write_Reg];
    end
end
assign Read_Data1 = Register_file[Read_Reg1];
assign Read_Data2 = Register_file[Read_Reg2];
endmodule
==> /design/flow/config.mk <==
export PLATFORM = sky130hd
export DESIGN_NAME = Register_File
export DESIGN_NICKNAME = Register_File
export VERILOG_FILES = /design/flow/design.v
export SDC_FILE = /design/flow/constraint.sdc
export NUM_CORES = 4
export LEC_CHECK = 1
export CORE_UTILIZATION = 30
==> /design/flow/run.sh <==
#!/bin/bash
# OpenROAD 26Q1-2900-gdf79404cd8, Yosys 0.63+post, stock flow scripts
make -C /OpenROAD-flow-scripts/flow DESIGN_CONFIG=/design/flow/config.mk WORK_HOME=/design/flow/orfs finish
==> /design/flow/constraint.sdc <==
current_design Register_File

set clk_period 5.7
set clk_io_pct 0.2

create_clock -name clk0 -period $clk_period [get_ports {clk}]

set non_clock_inputs [all_inputs -no_clocks]
set_input_delay [expr $clk_period * $clk_io_pct] -clock clk0 $non_clock_inputs
set_output_delay [expr $clk_period * $clk_io_pct] -clock clk0 [all_outputs]
==> run_results.csv <==
group,metric,value,unit
status,status,"finished, violations left",
status,failed_checks,"setup timing",
place,gp_congestion,1.07,
finish,nFillCells,19200,
critical_path,endpoint_kind,"primary output",
detailed_routing,ant_nets,0,
detailed_routing,wl_met2,191,mm
finish,reg_top3,"Register_file x1024",
critical_path,crit_required,4.56,ns
critical_path,worstPathMaxFanout,22,
finish,mostFrequentLayoutCells,"nor2_1 (1040), dfrtp_1 (1024), a22oi_1 (960), a31oi_1 (925), buf_4 (503)",
detailed_routing,dr.pass1.iters,10,
floorplanning,fp.dieH,443,um
global_route,grt_usage,0.484,
critical_path,startpoint_type,"primary input",
finish,final_common_cell,"nor2_1",
critical_path,r2r_cells,6,
sta,rsz0062_at_grt,"false",
sta,min_period,5.72,ns
clocking,clockBufferDepth,3,
sta,skew,0.0380,ns
global_route,grt_pass1_wl,617,mm
logic_synthesis,async_flop_share,1.00,
logic_synthesis,ff_type,"dfrtp_1",
floorplanning,die_w,443,um
logic_synthesis,netlist_area,58400,sq um
logic_synthesis,synth_cells,6668,
clocking,cts_hold_buf,0,
finish,largest_register_ffs,1024,
floorplanning,rows,161,
floorplanning,die_area,196000,sq um
min_path,min_to,"Register_file[0][31]",
finish,largest_register,"Register_file",
detailed_routing,wl_per_cell,49.5,um
min_path,holdPathStages,0,
logic_synthesis,ys_ff,1024,
critical_path,cp.arrival,4.58,ns
sta,setup_violations,5,
detailed_routing,via_per_inst,7.14,
finish,syn_to_final_growth,24.1,%
job,warnings,39,
global_route,grt_pass1_vias,63900,
sta,worst_slack,-0.0228,ns
detailed_routing,drc,0,
power,p_per_area,368,nW/um^2
detailed_routing,wl_met3,64.5,mm
detailed_routing,met1_length,178,mm
logic_synthesis,synthDistinctLibCells,68,
logic_synthesis,yosysTopAreaCellShare,0.439,
power,p_leak,0.0291,uW
detailed_routing,vias,67700,
critical_path,reg2reg_slack,2.71,ns
clocking,clk_latency,0.84,ns
logic_synthesis,synth_area_leader_cell,"dfrtp_1",
clocking,numCtsBuffers,131,
min_path,hold_class,"reg2reg",
detailed_routing,wl,470,mm
detailed_routing,route.top_layer_used,"met5",
place,dp_hpwl,316,mm
logic_synthesis,yosys.stat.seqShare,0.439,
finish,finish.instance_area,72500,sq um
global_route,grt_max_degree,115,
clocking,path_clk_slew,0.06,ns
logic_synthesis,yosys_cells,6668,
clocking,cts_tree,"done",
clocking,clock_sinks,1024,
global_route,antenna_found_initial,51,
sta,finalCritPeriodShare,1.00,
floorplanning,io_pins,114,
global_route,grt_overflow_total,0,
sta,report.final.hold_viol_count,0,
critical_path,r2r_end,"Register_file[29][9]",
job,cap_violations,0,
logic_synthesis,postSynthAreaPerCell,8.76,sq um
critical_path,r2r-start,"Register_file[6][9]",
clocking,cts_root_buf,"clkbuf_16",
sta,finalSetupTns,-0.0702,ns
detailed_routing,drtIter0Drc,9161,
logic_synthesis,yosysWarnings,2,
place,port_buffers,113,
clocking,h-tree-depth,4,
floorplanning,coreArea,193000,sq um
sta,slew-limit-headroom,0.275,
sta,fmax,0.175,GHz
finish,drive_gt1_frac,0.163,
power,peakVddDrop,330,uV
min_path,worstHoldStart,"Register_file[0][31]",
place,place_area,67800,sq um
logic_synthesis,edf_count,0,
logic_synthesis,area_leaders,"dfrtp_1 (44%), a22oi_1 (12%), a31oi_1 (9.9%), nor2_1 (7.3%), clkbuf_1 (3.7%)",
critical_path,path_class,"in2out",
floorplanning,fp-utilization,0.303,
sta,tightest_slew,1.08,ns
sta,slew_violations,0,
logic_synthesis,ys_area,58400,sq um
## critical path, cell delays in order
cell and delay, ns:
clkdlybuf4s50_1 0.45, buf_12 0.17, buf_4 0.18, nand2b_1 0.54
nor4_2 0.70, buf_4 0.23, a21oi_1 0.04, nand3_1 0.12
nor4_1 0.07, a21oi_1 0.33, clkdlybuf4s50_1 0.58
## cells in the mapped netlist, drive strengths merged, types with 8 or more instances
cell     count
a22o        71
or3         11
mux2i      107
nor2      1137
a22oi      960
a21oi      142
nor4        39
o21ai      117
o32ai        8
o31ai       32
nor2b       16
mux2         8
inv         11
a2111oi     82
buf        226
nand3       83
nand4      171
clkbuf     576
a222oi      24
a221oi      82
nand3b      17
nand2      282
a31oi      928
nor3        47
and3       302
or3b        12
dfrtp     1024
nand2b      13
a2bb2oi     12
o22ai       25
nor3b        8
a32oi       16
and4        16
## power breakdown
group	internal, uW	total (uW)	switching (uW)
clock network	5010	8700	3690
registers	9100	12400	3320
logic	2280	5540	3260
## layer usage
metal | GRT usage | vias to the layer above
li1 | - | 26100
met2 | 0.649 | 5479
met5 | 0.00464 | -
met1 | 0.631 | 34400
met3 | 0.234 | 1658
met4 | 0.295 | 38
## timing repair
item	in CTS	in global routing
pin swaps	1	0
resized	9	4
cloned	0	0
endpoints found under the setup margin	7	3
setup buffers	4	0
## area by class of cell
| cell class | instances | area [sq um] | area share |
|---|---|---|---|
| well taps | 2526 | 3160 | 0.0436 |
| multi-input cells | 4831 | 30300 | 0.418 |
| flip-flops and latches | 1024 | 25600 | 0.354 |
| repair buffers | 813 | 8810 | 0.122 |
| diodes | 50 | 125 | 0.00173 |
| clock inverters | 55 | 693 | 0.00957 |
| inverters | 11 | 45.0 | 0.000622 |
| clock buffers | 178 | 3700 | 0.0511 |
## logic make-up after synthesis
group | after synthesis | share of synthesized area
AND/OR/NAND/NOR | 2180 | 0.173
AND-OR/OR-AND | 2536 | 0.306
flip-flops | 1024 | 0.439
multiplexers | 115 | 0.0199
buffers and inverters | 813 | 0.0616
## stage by stage
step                      hold WS (ns)  worst slack, ns  power [uW]  utilization  std cells
after floorplan                  0.465            -9.55       14000            -       6668
after global placement           0.416           -0.327       17700        0.351       9201
after detailed placement         0.413           -0.282       17700        0.351       9201
after CTS                        0.428           0.0322       26400        0.375       9438
after global routing             0.459          0.00250       27400        0.375       9444
final                            0.431          -0.0228       26700        0.376       9488
## how the worst max path moves through the flow
stage	from	slack (ns)	endpoint
6_report	Read_Reg1[4]	-0.02	Read_Data1[18]
5_1_grt	Read_Reg2[4]	0.003	Read_Data2[22]
4_1_cts	Read_Reg2[4]	0.03	Read_Data2[14]
Power and IR drop assume default switching activity.
