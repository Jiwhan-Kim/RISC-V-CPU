File: ./run.sh
#!/bin/bash
# OpenROAD 26Q1-2900-gdf79404cd8, Yosys 0.63+post, stock flow scripts
make -C /OpenROAD-flow-scripts/flow DESIGN_CONFIG=/design/flow/config.mk WORK_HOME=/design/flow/orfs finish
File: ./config.mk
export PLATFORM = sky130hd
export DESIGN_NAME = ALU
export DESIGN_NICKNAME = ALU
export VERILOG_FILES = /design/flow/design.v
export SDC_FILE = /design/flow/constraint.sdc
export NUM_CORES = 4
export LEC_CHECK = 1
export CORE_UTILIZATION = 40
File: ./constraint.sdc
current_design ALU

set clk_period 29.3
set clk_io_pct 0.2

create_clock -name clk0 -period $clk_period

set non_clock_inputs [all_inputs -no_clocks]
set_input_delay [expr $clk_period * $clk_io_pct] -clock clk0 $non_clock_inputs
set_output_delay [expr $clk_period * $clk_io_pct] -clock clk0 [all_outputs]
File: ./design.v
`timescale 1ns / 1ps
module ALU(
    input signed [31:0] A, B,
    input [3:0] ALUSel,
    output reg [31:0] ALU_result
);
wire [31:0] A_unsigned;
wire [31:0] B_unsigned;
assign A_unsigned = A;
assign B_unsigned = B;
always@ (*) begin
    case (ALUSel)
        4'b0000: ALU_result <= A + B;  
        4'b1000: ALU_result <= A - B;  
        4'b0001: ALU_result <= A << B;  
        4'b0101: ALU_result <= A >> B;  
        4'b1101: ALU_result <= A >>> B;  
        4'b0010: ALU_result <= A < B;  
        4'b0011: ALU_result <= A_unsigned < B_unsigned;  
        4'b0100: ALU_result <= A ^ B;  
        4'b0110: ALU_result <= A | B;  
        4'b0111: ALU_result <= A & B;  
        default: ALU_result <= {32{1'b0}};
    endcase
end
endmodule
==> impl_metrics.py <==
# Generated from Yosys and OpenROAD reports
metrics = {
    "drt": {
        "diodes": 0,
        "ant_nets": 0,
        "wl_per_cell_um": 29.0,
        "wl_um": 52100,
        "vias": 12510,
        "dr.pass1.iters": 8,
        "remaining_drc_errors": 0,
        "avgViaCountPerCell": 6.98,
        "first_iter_violations": 1688,
    },
    "synthesis": {
        "mux_area_share": 0.203,
        "yosys.area_share.aoi": 0.364,
        "postSynthAreaPerCell_sq_um": 6.89,
        "synth.most_common_cell": "nand2_1",
        "synth.yosys.num_cells": 1451,
        "yosys.area_share.simple": 0.208,
        "yosys.area.top_type_share": 0.126,
        "synth-area-yosys_sq_mm": 0.00999,
        "netlist-cell-type-count": 84,
        "synth.area.top_cells": "mux4_2 13%, ha_1 12%, a21oi_1 6.4%",
        "post-synth-top-area-cell": "mux4_2",
        "yosys-dominant-comb-family": "AND-OR/OR-AND gates",
        "synth-warning-count": 1,
        "synth-seq-area-share": 0,
        "post_synth_inst_count": 1451,
        "top_cells_by_count": "139 x nand2_1, 130 x nor2_1, 128 x a21oi_1, 111 x inv_1, 97 x ha_1",
        "xor_share": 0.00438,
        "post_synth_adder_cell_area": 0.125,
        "syn_area_sq_mm": 0.00999,
    },
    "floorplan": {
        "die-width_um": 160,
        "pin_count": 100,
        "fp.dieArea_sq_mm": 0.0256,
        "core_region_area_sq_mm": 0.0244,
        "die_height_um": 160,
        "row_count": 57,
        "floorplan.core_util": 0.410,
    },
    "final_timing": {
        "slew_limit_fails": 0,
        "tightest_slew_ns": 0.938,
        "rsz0062_at_grt": "false",
        "maxSlewHeadroom": 0.357,
        "final-setup-viol-count": 0,
        "final.setup.tns_ns": 0,
        "fin_crit_ns": 16.66,
        "ratio_of_final_minimum_period_to_clock_period": 0.569,
        "finalHoldViolCount": 0,
        "layout_setup_ws_ns": 12.64,
        "maxClockFrequency_ghz": 0.0600,
    },
    "power": {
        "worst_ir_drop_vdd_v": 0.0000133,
        "final_total_pwr_w": 0.000203,
        "leakage_nw": 4.43,
        "power_density_mw_per_mm2": 18.2,
    },
    "worst_setup_path": {
        "worst-endpoint-arrival_ns": 10.80,
        "critPathLaunchType": "input port",
        "criticalPathCategory": "in2out",
        "endpoint_kind": "output pin",
        "timing.critical_path.fanout_max": 51,
        "critPathRequiredTime_ns": 23.44,
    },
    "global_route": {
        "grt-ovfl-total": 0,
        "antenna_found_initial": 2,
        "grt_use_total": 0.410,
        "pin_count_of_the_biggest_net_entering_global_routing": 70,
        "grt_first_pass_wirelength_um": 76800,
        "first_global_vias": 11462,
    },
    "layout": {
        "nFlopsAndLatches": 0,
        "clkbuf_count": 0,
        "finalInstanceArea_sq_mm": 0.0112,
        "final_layout_size_suffix_gt1_frac": 0.0939,
        "area_delta_synth_final_pct": 11.7,
        "combined_flip_flop_and_latch_cell_area_sq_um": 0,
        "nFillCells": 2586,
        "layout.area.comb_sq_mm": 0.00904,
    },
    "placement": {
        "globalplace.congestion": 1.05,
        "placed_cell_area_sq_mm": 0.0112,
        "detailed_place_hpwl_um": 40600,
        "numPortBuffers": 100,
        "place_ws_ns": 12.74,
    },
    "clock_network": {
        "hold_buffers": 0,
        "post-cts-setup-buffer-count": 0,
        "cts_resized": 0,
    },
    "min_path": {
        "worst_min_delay_path_category": "in2out",
    },
    "flow_run": {
        "drv_cap": 0,
        "total_number_of_warnings_across_the_stage_logs": 97,
    },
    "status": {
        "status": "completed",
    },
}
[metal layers]
layer  up-vias  GRT usage  wire (um)
li1       5591          -          -
met1      5935      0.575      21100
met2       848      0.617      22700
met3       132      0.101       5990
met4         4      0.139       2250
met5         -     0.0152         27
[final cells by class]
| type | count | share of cell area |
|---|---|---|
| Multi-Input combinational cell | 1214 | 0.810 |
| Timing Repair Buffer | 140 | 0.115 |
| Inverter | 115 | 0.0387 |
| Tap cell | 324 | 0.0363 |
[final timing paths]
path                      start            end  slack, ns  depth (start not counted)
worst max-delay path       B[4]  ALU_result[0]      12.64                         13
worst min-delay path  ALUSel[0]  ALU_result[0]      12.83                          5
[stage by stage]
stage | hold slack, ns | std cells | utilization
2_1_floorplan | 11.94 | 1451 | -
3_5_place_dp | 12.82 | 1793 | 0.458
4_1_cts | 12.82 | 1793 | 0.458
3_3_place_gp | 12.83 | 1793 | 0.458
6_report | 12.83 | 1793 | 0.458
5_1_grt | 12.87 | 1793 | 0.458
[logic make-up (layout without fill, tap and decap cells)]
family | Yosys count | count (layout)
AND-OR/OR-AND | 533 | 533
AND/OR/NAND/NOR | 448 | 448
buffers and inverters | 237 | 255
multiplexers | 129 | 129
adder cells (fa/ha/maj) | 99 | 99
XOR/XNOR | 5 | 5
[critical path, stage by stage]
cell and delay, ns:
clkdlybuf4s50_1 0.46, buf_4 0.49, inv_1 0.42, ha_1 0.59
inv_1 0.10, a221oi_1 0.49, nor4_1 0.11, o21ai_1 0.44
a21oi_1 0.24, a311oi_1 0.59, o31ai_1 0.24, o211ai_1 0.24
clkdlybuf4s50_1 0.53
[cell usage in the layout (no fill, tap or decap), types with 13 or more instances in the layout]
cell type        count
ha_1                97
a22oi_1             18
a221oi_1            19
o211ai_1            24
clkdlybuf4s50_1     95
a21oi_1            128
o21ai_0             84
nand3_1             29
or3_1               17
a31oi_1             26
nor3_1              36
a211oi_1            21
mux2_2              13
buf_4               42
a21o_1              20
mux4_2              56
o22ai_1             17
o21ai_1             15
o31ai_1             18
inv_1              110
nand2_1            139
nor4_1              26
mux2i_1             58
nor2_1             130
[power by group]
| group | total [W] | internal, W | switching, W |
|---|---|---|---|
| Clock | 0 | 0 | 0 |
| Combinational | 0.000203 | 0.0000778 | 0.000125 |
| Sequential | 0 | 0 | 0 |
| Total | 0.000203 | 0.0000778 | 0.000125 |
Power and IR drop assume default switching activity.
